**design.v**
```verilog
`timescale 1ns / 1ps
module water_led(
    input clk,
    input rst_n,
    output reg [7:0] led_o
    );
    reg [31:0] c0;
    always @(posedge clk or negedge rst_n) begin
        if (rst_n == 1'b0) begin
            led_o <= 8'b0000_0001;
            c0 <= 32'h0;
        end
        else begin
            if (c0 == 32'd50_000_000) begin
                c0 <= 32'h0;
                if (led_o == 8'b1000_0000) begin
                    led_o <= 8'b0000_0001;
                end
                else begin
                    led_o <= led_o << 1;
                end
            end
            else begin
                c0 <= c0 + 1'b1;
                led_o <= led_o;
            end
        end
    end
endmodule
```
**run.sh**
```bash
#!/bin/bash
# OpenROAD 26Q1-2900-gdf79404cd8, Yosys 0.63+post, stock flow scripts
make -C /OpenROAD-flow-scripts/flow DESIGN_CONFIG=/design/flow/config.mk WORK_HOME=/design/flow/orfs finish
```
**config.mk**
```make
export PLATFORM = sky130hd
export DESIGN_NAME = water_led
export DESIGN_NICKNAME = water_led
export VERILOG_FILES = /design/flow/design.v
export SDC_FILE = /design/flow/constraint.sdc
export NUM_CORES = 4
export LEC_CHECK = 1
export CORE_UTILIZATION = 30
```
**constraint.sdc**
```tcl
current_design water_led

set clk_period 4.1
set clk_io_pct 0.2

create_clock -name clk0 -period $clk_period [get_ports {clk}]

set non_clock_inputs [all_inputs -no_clocks]
set_input_delay [expr $clk_period * $clk_io_pct] -clock clk0 $non_clock_inputs
set_output_delay [expr $clk_period * $clk_io_pct] -clock clk0 [all_outputs]
```
==> impl_metrics.toml <==
# synthesis and place-and-route metrics
[run_status]
outcome = "finished clean"

[flow_run]
stage_log_warnings = 26
maxCapViolations = 0

[cells_and_area]
n_fill_cell = 638
flop_area_sq_um = 1000
comb_area_sq_um = 912
drive_gt1_share_pct = 13.5
areaGrowthSynthToFinish_pct = 12.8

[worst_setup_path]
startpoint = "c0[5]"
wp_data_arrival_ns = 2.58
start_kind = "register"
endpoint = "led_o[7]"
ff2ff_setup_slack_ns = 1.70
path_type_of_the_worst_setup_path = "register to register"
r2r-start = "c0[5]"
cp-end-kind = "register"
required_time_worst_endpoint_ns = 4.28
path_max_fanout = 12
worstReg2RegEnd = "led_o[7]"
r2r_cells = 5

[logic_synthesis]
area_of_the_mapped_netlist_sq_um = 2000
edf_count = 0
syn-instance-count = 181
synthArstFlopShare_pct = 100
synth_area_leader_cell = "dfrtp_1"
yosys_area_sq_um = 2000
yosys_warnings = 1
muxShareOfSynthArea_pct = 5.26
synth_area_per_cell_sq_um = 11.0
post_synth_main_logic_family = "simple AND/OR/NAND/NOR gates"
post_synth_num_cell_types = 33
synth_xor_xnor_area_share_pct = 8.77
ys_sh_aoi_pct = 5.76
synth.top_cells.by_area = "dfrtp_1, xnor2_1, xor2_1"
synth_largest_type_area_fraction_pct = 48.9
ys_cells = 181
postSynthRegisterBits = 40
proportion_of_synthesized_chip_area_in_sequential_cells_pct = 50.2
yosys.area_share.simple_pct = 24.6
synth_adder_area_share_pct = 1.25
postSynth.topFlopCell = "dfrtp_1"

[global_route]
global_route.usage.total_pct = 11.4
first_global_vias = 1255
grt_max_degree = 41
global_route_wire_length_before_repair_microns = 6350
initial_antenna_violation_count = 0
grt.overflow.total = 0

[die]
die_y_microns = 83.6
chip_area_sq_um = 6990
fp_util_pct = 31.3
placeableCoreArea_sq_um = 6390
top_level_ports = 10
core.rowCount = 29
die_w_microns = 83.6

[timing]
final_max_slew_viol_count = 0
timing.slew.headroom_pct = 49.9
setup_viol_count_final = 0
final_tns_setup_ns = 0
post-route-period-util_pct = 58.4
hold_viol_final = 0
fmax_ghz = 0.418
min_period_ns = 2.40
final.setup.worst_slack_ns = 1.70
grt_setup_unrepaired = "false"
timing.clock.skew_ns = 0.00792
max_slew.worst_pin.slew_ns = 0.745

[clocking]
cts_resized = 0
cts_tree = "yes"
clk_path_buf_depth = 2
htreeDepth = 2
postCtsSetupBuffers = 0
clock_sinks = 40
cts.reportedPaths.clkPinSlew_ns = 0.08
cts_root_buf = "clkbuf_8"
clock_insertion_delay_worst_skew_ns = 0.29
cts_buf_count = 5
cts_hold_buffers_added = 0

[detailed_routing]
detail_route.wirelength_microns = 3690
drc_errors = 0
route.antenna.diode_count = 0
vias = 1361
drt_first_pass_iters = 4
vias_cell = 5.04
route.detailed.wl_per_inst_microns = 13.7
initialDrtViolationCount = 67
drt.antenna.violating_nets = 0

[placement]
gp_congestion = 0.784
place.detailed.hpwl_microns = 2500
placement.io_buffers = 9
dpl_worst_slack_ns = 1.68

[power]
ir_drop_worst_case_vdd_mv = 0.250
power.density_cell_area_nw_per_um2 = 323
static_power_due_to_leakage_nw = 0.975
power_uw = 727

[hold_path]
worst_hold_class = "register to register"
-- worst min path at each step --
stage,from,endpoint,slack (ns),depth (start not counted)
5_1_grt,c0[31],c0[31],0.51,1
6_report,c0[31],c0[31],0.47,1
4_1_cts,c0[31],c0[31],0.47,1
-- worst max-delay path, cell delays in order, from the launching register on --
cell and delay [ns]:
dfrtp_1 0.42, nor4_1 0.40, nand2_2 0.12, nor4_4 0.69, buf_4 0.32, mux2_2 0.34
-- kinds of logic (layout without fill, tap and decap cells) --
| kind of cell | after synthesis | count (layout) |
|---|---|---|
| compound gates | 20 | 20 |
| xor+xnor | 20 | 20 |
| fa+ha+maj | 2 | 2 |
| buf+inv | 14 | 26 |
| flops | 40 | 40 |
| mux | 8 | 8 |
| simple gates | 77 | 77 |
-- sequential cells by signal (all words and copies together) (netlist names) --
signal and flops:
c0 32, led_o 8
-- synthesized netlist by cell type, types with 6 or more instances --
cell type and count:
nor2_1 6, dfrtp_1 39, xor2_1 8, o31ai_1 6
or4_1 6, nand2_1 9, nand3_1 13, nor3_1 7
xnor2_1 12, inv_1 7, a21oi_1 10, nand4_1 6
-- stage by stage --
stage | cells | utilization, % | area (sq um) | hold WS (ns)
after floorplan | 181 | - | 2000 | 0.442
after global placement | 262 | 33.5 | 2140 | 0.463
after detailed placement | 262 | 33.5 | 2140 | 0.461
after CTS | 270 | 35.3 | 2250 | 0.473
after global routing | 270 | 35.3 | 2250 | 0.508
final | 270 | 35.3 | 2250 | 0.469
-- metal layers --
metal,GRT usage (%),share of wire (%),up-vias
met4,1.23,0.92,0
met2,16.2,45,18
met5,0,0,-
met3,2.01,2.5,4
li1,-,-,680
met1,19.5,52,659
-- area by class of cell --
type	instances	share of cell area [%]
Multi-Input combinational cell	127	40.5
Clock inverter	3	2.11
Sequential cell	40	44.5
Tap cell	77	4.28
Clock buffer	5	3.05
Timing Repair Buffer	11	4.44
Inverter	7	1.17
-- layout by cell type (no fill, tap or decap), types with 5 or more instances in the layout --
master and count:
xor2_1 8, inv_1 7, clkdlybuf4s50_1 8, and3_1 5
xnor2_1 12, clkbuf_8 5, a21oi_1 10, and4_1 5
nand3_1 13, dfrtp_1 39, o31ai_1 6, nor2_1 6
nor4_1 5, nand2_1 9, nor3_1 7, nand4_1 6
or4_1 6
-- power breakdown --
part	leakage (nW)	internal, mW	total (mW)	switching [mW]
combinational	0.371	0.000964	0.00863	0.00766
sequential	0.546	0.394	0.394	0
clock	0.0583	0.183	0.324	0.141
total	0.975	0.578	0.727	0.149
Power and IR drop assume default switching activity.
