===== design.v =====
module led(
	   clk,
	   rst_n,
	   pio_led,
	   );
   input clk;
   input rst_n;
   output reg [3:0] pio_led;
   reg [1:0] 	    state;
   always@(posedge clk or negedge rst_n) begin
      if(rst_n == 1'b0) begin
	 pio_led <= 4'b1111;
	 state <= 0;
      end
      else begin
	 case(state)
	   0: begin
	      pio_led <= 4'b0111;
	      state <= 1;
	   end
	   1: begin
	      pio_led <= 4'b1011;
	      state <= 2;
	   end
	   2: begin
	      pio_led <= 4'b1101;
	      state <= 3;
	   end
	   3: begin
	      pio_led <= 4'b1110;
	      state <= 0;
	   end
	   default: state <= 0;
	 endcase
      end
   end
endmodule
module freq(
	    clk,
	    rst_n,
	    clk_slow
	    );
   input clk;
   input rst_n;
   output reg clk_slow;
   reg [40:0] counter;
   always@(posedge clk or negedge rst_n) begin
      if (rst_n == 1'b0) begin
	 clk_slow <= 0;
	 counter <= 0;
      end
      else begin
	 if (counter < 12) begin
	    counter <= counter + 1;
	 end
	 else begin
	    counter <= 0;
	    clk_slow = ~clk_slow;
	 end
      end
   end
endmodule
module led_flow(
		clk,
		rst_n,
		pio_led
		);
   input clk;
   input rst_n;
   output [3:0] pio_led;
   wire 	clock_slow;
   freq freq(
	     .clk(clk),
	     .rst_n(rst_n),
	     .clk_slow(clock_slow)
	     );
   led led(
	   .clk(clock_slow),
	   .rst_n(rst_n),
	   .pio_led(pio_led)
	   );
endmodule

===== run.sh =====
#!/bin/bash
# OpenROAD 26Q1-2900-gdf79404cd8, Yosys 0.63+post, stock flow scripts
make -C /OpenROAD-flow-scripts/flow DESIGN_CONFIG=/design/flow/config.mk WORK_HOME=/design/flow/orfs finish

===== config.mk =====
export PLATFORM = sky130hd
export DESIGN_NAME = led_flow
export DESIGN_NICKNAME = led_flow
export VERILOG_FILES = /design/flow/design.v
export SDC_FILE = /design/flow/constraint.sdc
export NUM_CORES = 4
export LEC_CHECK = 1
export CORE_AREA = 10 10 103 103
export DIE_AREA = 0 0 113 113

===== constraint.sdc =====
current_design led_flow

set clk_period 2.9
set clk_io_pct 0.2

create_clock -name clk0 -period $clk_period [get_ports {clk}]

set non_clock_inputs [all_inputs -no_clocks]
set_input_delay [expr $clk_period * $clk_io_pct] -clock clk0 $non_clock_inputs
set_output_delay [expr $clk_period * $clk_io_pct] -clock clk0 [all_outputs]

==> impl_metrics.py <==
# Auto-generated metrics
metrics = {
    "synth": {
        "netlist_logic_family_top": "simple AND/OR/NAND/NOR gates",
        "ys_seq_elements": 50,
        "top_cell_area_share_pct": 78.0,
        "synth-cells-yosys": 82,
        "post_synth_xor_area_fraction_pct": 1.82,
        "ys_chip_area_um2": 1440,
        "netlist_top_cells_area": "sky130_fd_sc_hd__dfrtp_1, sky130_fd_sc_hd__dfstp_2, sky130_fd_sc_hd__nor4_1, sky130_fd_sc_hd__nor2_1, sky130_fd_sc_hd__xor2_1",
        "post_synth_ao_oa_area_fraction_pct": 0.520,
        "number_of_distinct_library_cell_variants_in_the_gate_level_netlist_after_synthesis": 17,
        "simple_gate_share_pct": 8.84,
        "netlist.top_cell.by_area": "sky130_fd_sc_hd__dfrtp_1",
        "synth.area.mux_share_pct": 0,
        "yosysWarningCount": 2,
        "fa_ha_area_share_pct": 0.867,
        "post_synth.cell_area_avg_um2": 17.6,
        "synth_sequential_area_ratio_pct": 87.1,
        "syn_inst": 82,
        "post_synth_instance_area_um2": 1440,
    },
    "pwr": {
        "cellPowerDensity_nw_per_um2": 527,
        "total_power_mw": 0.966,
        "power.clock.fraction_pct": 33.7,
        "pwr-share-comb_pct": 2.3,
        "p_sw_share_pct": 19.2,
        "ir_worst_vdd_mv": 0.138,
        "p_int_mw": 0.781,
        "seq_power_share_pct": 64.1,
        "total_leakage_power_nw": 0.820,
        "net-switching-power_mw": 0.186,
    },
    "sta": {
        "fin_crit_sh_pct": 54.7,
        "timing.final.crit_period_ns": 1.59,
        "timing.setup.tns_ns": 0,
        "final-max-slew-violation-count": 0,
        "timing.slew.headroom_pct": 53.1,
        "final_setup_skew_ns": 0.00405,
        "final_hold_vios": 0,
        "setup_repair_after_global_routing_missed_its_margin": "false",
        "count_of_unclocked_register_or_latch_pins": 8,
        "final_setup_viols": 0,
        "transition_time_at_the_pin_with_the_least_slew_margin_ns": 0.704,
        "count_of_endpoints_without_a_timing_constraint": 12,
        "fin_ws_ns": 1.31,
        "max_freq_mhz": 631,
    },
    "flow_run": {
        "number_of_logged_tool_warnings": 25,
        "cap_violations": 0,
    },
    "placement": {
        "dp_worst_setup_slack_ns": 1.30,
        "placed_cells_incl_taps": 228,
        "place.detailed.hpwl_um": 1090,
        "dpl_cell_area_um2": 1760,
        "gpl.final_weighted_congestion": 0.716,
        "io_buffer_count": 5,
    },
    "clock_network": {
        "insertion_delay_ns": 0.28,
        "cts_hold_repair.buffers": 0,
        "clk_pin_slew_ns": 0.07,
        "cts_max_path_buffers": 2,
        "postCtsResizedCells": 0,
        "h-tree-depth": 2,
        "cts_tree": "done",
        "cts-root-buf": "sky130_fd_sc_hd__clkbuf_8",
        "cts-buffers-inserted": 5,
        "post-cts-setup-buffer-count": 0,
    },
    "setup_path": {
        "path_cells": "nor4_1, nand4_1, or3_1, xor2_1",
        "cp_top_family": "simple AND/OR/NAND/NOR gates",
        "worstSetupPathType": "flop to flop",
        "worst_setup_path_start_kind": "flop",
        "path_max_fanout": 5,
        "cp_data_arrival_time_ns": 1.75,
        "max_stage_delay_ns": 0.46,
        "timing.critical_path.buf_inv": 0,
        "slowest_stage": "sky130_fd_sc_hd__or3_1",
        "cp_data_required_time_ns": 3.06,
        "worst_setup_path_end_kind": "flop",
    },
    "die": {
        "die_width_um": 113,
        "core_area_um2": 8300,
        "die_height_um": 113,
        "chip_area_um2": 12800,
        "io_pins": 6,
        "floorplan.rows": 33,
        "core_utilization_at_floorplan_pct": 17.4,
    },
    "global_route": {
        "maximum_number_of_pins_on_one_net_before_global_route_repair": 36,
        "grt_antenna_before_repair": 0,
        "total_global_routing_track_utilization_pct": 2.60,
        "wire_length_of_the_first_global_routing_pass_um": 2760,
        "global_route.overflow_total": 0,
        "first_global_vias": 632,
    },
    "drt": {
        "via_count": 654,
        "detail_route.first_pass.iterations": 2,
        "routed_wire_length_per_instance_um": 6.48,
        "drt_drc_violations_left": 0,
        "routed_wl_um": 1520,
        "diodes": 0,
        "vias_per_cell": 2.78,
        "route.antenna.remaining_nets": 0,
        "drtIter0Drc": 15,
    },
    "cells_and_area": {
        "fin_area_um2": 1830,
        "area_growth_pct": 27.0,
        "drive_gt1_share_pct": 10.0,
        "finished_layout_cells": 235,
    },
    "worst_hold_path": {
        "holdCritPathClass": "input pin to async pin",
    },
    "status": {
        "status": "completed",
    },
}
synthesized netlist by cell type:
| cell type | count |
|---|---|
| sky130_fd_sc_hd__xor2_1 | 2 |
| sky130_fd_sc_hd__nand2_1 | 3 |
| sky130_fd_sc_hd__or3_1 | 2 |
| sky130_fd_sc_hd__xnor2_1 | 1 |
| sky130_fd_sc_hd__inv_1 | 1 |
| sky130_fd_sc_hd__ha_1 | 1 |
| sky130_fd_sc_hd__dfstp_2 | 5 |
| sky130_fd_sc_hd__conb_1 | 1 |
| sky130_fd_sc_hd__or3b_2 | 1 |
| sky130_fd_sc_hd__nand3_1 | 1 |
| sky130_fd_sc_hd__dfrtp_1 | 45 |
| sky130_fd_sc_hd__nor4_1 | 8 |
| sky130_fd_sc_hd__buf_2 | 1 |
| sky130_fd_sc_hd__nor3_1 | 1 |
| sky130_fd_sc_hd__nor2_1 | 6 |
| sky130_fd_sc_hd__a211oi_1 | 1 |
| sky130_fd_sc_hd__nand4_1 | 2 |
power groups by stage:
stage         sequential (mW)  combinational [mW]  clock, mW
CTS                     0.619              0.0236      0.342
global route            0.622              0.0279      0.364
finish                  0.619              0.0219      0.326
metrics by stage:
| stage | util (%) | hold slack [ns] |
|---|---|---|
| after detailed placement | 21.2 | 0.468 |
| final | 22.1 | 0.350 |
| after global routing | 22.1 | 0.400 |
| after global placement | 21.2 | 0.462 |
| after floorplan | - | 0.284 |
| after CTS | 22.1 | 0.369 |
flip-flops by register name, indices dropped and copies added, names as in the netlist:
register / count
led.state: 4
freq.clk_slow: 1
led.pio_led: 4
freq.counter: 41
cell families after synthesis:
group,Yosys count
adders and majority gates,1
xor gates and xnor gates,3
buffers and inverters,2
other,1
AOI/OAI and AO/OA,1
DFF,50
and+or+nand+nor,24
worst paths after layout:
check / startpoint / endpoint / slack [ns] / depth (start not counted)
setup reg to reg: freq.counter[40] / freq.clk_slow / 1.31 / 4
hold / removal: rst_n / freq.counter[14] / 0.35 / 1
hold reg to reg: freq.counter[0] / freq.counter[0] / 0.48 / 1
setup / recovery: freq.counter[40] / freq.clk_slow / 1.31 / 4
min in group clk0: freq.counter[0] / freq.counter[0] / 0.48 / 1
max in group asynchronous: rst_n / freq.counter[3] / 1.88 / 2
layout by cell type (no fill, tap or decap), drive strengths merged:
cell type      instances
clkdlybuf4s50          4
nor3                   1
ha                     1
or3                    2
dfrtp                 45
nor4                   8
nand4                  2
a211oi                 1
xnor2                  1
nor2                   6
inv                    1
conb                  37
dfstp                  5
clkbuf                 7
xor2                   2
nand3                  1
nand2                  3
buf                    2
or3b                   1
per-layer routing:
metal	vias to the layer above	GRT usage, %	share of wire [%]
li1	329	-	-
met1	308	3.13	48
met2	14	3.76	42
met3	3	1.82	10
met4	0	0.508	0.59
met5	-	0	0
layout make-up:
type / instances / area (um^2)
clock buffer: 7 / 76.3
fill: 853 / 6460
inverter: 1 / 3.75
multi-input combinational: 66 / 313
sequential: 50 / 1260
tap: 105 / 131
timing repair buffer: 6 / 52.6
Power figures rest on the tool's default switching activity, not on a simulated workload.
