## design/flow/run.sh

```bash
#!/bin/bash
# OpenROAD 26Q1-2900-gdf79404cd8, Yosys 0.63+post, stock flow scripts
make -C /OpenROAD-flow-scripts/flow DESIGN_CONFIG=/design/flow/config.mk WORK_HOME=/design/flow/orfs finish
```

## design/flow/config.mk

```make
export PLATFORM = sky130hd
export DESIGN_NAME = key_shake
export DESIGN_NICKNAME = key_shake
export VERILOG_FILES = /design/flow/design.v
export SDC_FILE = /design/flow/constraint.sdc
export NUM_CORES = 4
export LEC_CHECK = 1
export CORE_AREA = 10 10 99 99
export DIE_AREA = 0 0 109 109
```

## design/flow/constraint.sdc

```tcl
current_design key_shake

set clk_period 2.8
set clk_io_pct 0.2

create_clock -name clk0 -period $clk_period [get_ports {clk}]

set non_clock_inputs [all_inputs -no_clocks]
set_input_delay [expr $clk_period * $clk_io_pct] -clock clk0 $non_clock_inputs
set_output_delay [expr $clk_period * $clk_io_pct] -clock clk0 [all_outputs]
```

## design/flow/design.v

```verilog
`timescale 1ns / 1ps
module key_shake(
    input clk,
    input rst_n,
    input key_i,
    output [3:0] led_o
    );
localparam DELAY_Param=19'd499_999;
reg[3:0] led_o_r;
reg [18:0] div_cnt;
always @ (posedge clk or negedge rst_n) begin
    if (!rst_n) begin
        div_cnt <= 19'd0;
    end
    else if ( div_cnt < DELAY_Param) begin
        div_cnt <= div_cnt + 1'b1;
    end
    else begin
        div_cnt <= 0;
    end
end    
wire delay_10ms = (div_cnt == DELAY_Param) ? 1'b1 : 1'b0;
localparam DETECTER1 = 3'b000;
localparam DETECTER2 = 3'b001;
localparam DETECTER3 = 3'b010;
localparam DETECTER4 = 3'b011;
localparam LED_DIS   = 3'b100;
reg low_flag;
reg high_flag;
reg [2:0] key_state;
always @ (posedge clk or negedge rst_n) begin
    if (!rst_n) begin
        key_state <= DETECTER1;
        low_flag <= 0;
        high_flag <= 0;
        led_o_r <= 4'b1111;
    end
    else if (delay_10ms) begin
        case(key_state)
            DETECTER1: begin
                if (key_i != 1'b1) begin
                    key_state <= DETECTER2;
                end
                else begin
                    key_state <= DETECTER1;
                end
            end
            DETECTER2: begin
                if (key_i != 1'b1) begin
                    low_flag <= 1'b1;
                    key_state <= DETECTER3;
                end
                else begin
                    key_state <= DETECTER1;
                    low_flag <= low_flag;
                end
            end
            DETECTER3: begin
                if (key_i == 1'b1) begin
                    key_state <= DETECTER4;
                end
                else begin
                    key_state <= DETECTER3;
                end
            end
            DETECTER4: begin
                if (key_i == 1'b1) begin
                    high_flag <= 1'b1;
                    key_state <= LED_DIS;
                end
                else begin
                    high_flag <= high_flag;
                    key_state <= DETECTER3;
                end
            end
            LED_DIS: begin
                if (high_flag & low_flag) begin
                    key_state <= DETECTER1;
                    led_o_r <= ~led_o_r;
                    high_flag <= 1'b0;
                    low_flag <= 1'b0;
                end
                else begin
                    led_o_r <= led_o_r;
                    key_state <= key_state;
                    high_flag <= high_flag;
                    low_flag <= low_flag;
                end
            end
            default: begin
                key_state <= DETECTER1;
                led_o_r <= 0;
                high_flag <= 0;
                low_flag <= 0;
            end
        endcase
    end
    else begin
        key_state <= key_state;
        led_o_r <= led_o_r;
        high_flag <= high_flag;
        low_flag <= low_flag;
    end
end
assign led_o = led_o_r;
endmodule
```

==> impl_metrics.ini <==
; synthesis and place-and-route metrics
[status]
status = finished, final reports clean

[synthesis]
mux_area_frac = 0.0356
postSynthSeqShare = 0.478
async_flop_share = 1.00
xor_share = 0.0609
syn_avg_cell_area_um2 = 10.5
ys_sh_simple = 0.209
logic_family = simple AND/OR/NAND/NOR gates
synth.distinct_cells = 46
ys_area_um2 = 1580
top_cell_area_share = 0.395
common_cells = dfrtp_1 (25), a21oi_1 (15), nand2_1 (11)
synth_area_um2 = 1580
ys_sh_aoi = 0.180
ys.flops = 30
synthMostInstantiatedCell = dfrtp_1
ys_cells = 151
yosysTopAreaCell = dfrtp_1
edf_count = 0
synth_cells = 151
yosys_warnings = 1
flop_cell = dfrtp_1
adder_share = 0.00791
area_leaders = dfrtp_1 (40%), dfstp_2 (8.3%), a21oi_1 (4.7%), xnor2_1 (3.9%), mux2_2 (3.6%)

[placed_design]
dp_slack_ps = 453
port_buffers = 6
dpl_cell_area_um2 = 1750
globalplace.congestion = 0.786
hpwlAfterDp_mm = 2.08

[pwr]
ir_drop_mv = 0.142
powerDensity_nw_per_um2 = 434
p_leak_nw = 0.732

[grt]
grt_overflow = 0
antenna_found_initial = 0
grt_pass1_wl_mm = 5.50
grt_max_degree = 31
grt.total_usage = 0.0552
first_global_vias = 1136

[clock_tree]
ctsResizeCount = 0
cts_setup_buffers = 0
clk_pin_slew_ps = 60
cts_num_sinks = 30
htreeDepth = 2
cts_tree = yes
cts_buffers = 5
clock_latency_ps = 270
hold_buffers = 0
cts_root_buffer = clkbuf_8
clock_path_buffers = 2

[final_timing]
tightest_slew_ps = 546
hold_viol_final = 0
fin_crit_ps = 2400
hold_ws_ps = 501
fin_setup_tns_ps = 0
rsz0062_at_grt = false
slew_headroom = 0.636
maxSlewViolCount = 0
setup_ws_ps = 405
setup_viol = 0
skew_ps = 1.64
fin_crit_sh = 0.855
clock.fmax_mhz = 417

[route]
ant_nets = 0
firstDrtPassIters = 6
viasPerCell = 4.66
vias = 1226
routedWlPerCell_um = 11.9
drc = 0
diodes = 0
drtIter0Drc = 99
detail_route.wirelength_mm = 3.13

[worst_hold_path]
hold_path_class = reg -> reg

[die]
io_pins = 7
die_w_um = 109
die_h_um = 109
dieArea_um2 = 11900
num_rows = 32
fp_util = 0.205
core_area_um2 = 7730

[setup_path]
cp.arrival_ps = 2520
startpoint_type = register
crit_type = reg -> reg
critPathRequiredTime_ps = 2920
critPathCaptureType = register
worstPathMaxFanout = 17

[run]
openroad.warnings = 25
drv_cap = 0

[finish]
final_area_um2 = 1840
drive_above_1_share = 0.180
fin_util = 0.239
area_growth_pct = 16.4
## metal layers
metal | routed length [µm] | global-route usage | up-vias
met2 | 1290 | 0.0758 | 21
li1 | - | - | 597
met1 | 1640 | 0.0838 | 603
met3 | 185 | 0.0191 | 5
met5 | 0 | 0 | -
met4 | 23 | 0.00659 | 0
## power breakdown
group	switching, mW	total (mW)	leakage (nW)	internal (mW)
combinational	0.00993	0.0138	0.303	0.00387
clock	0.155	0.353	0.0482	0.198
sequential	0	0.434	0.381	0.434
## per-stage QoR
stage,instances,total power [mW]
3_3_place_gp,255,0.456
3_5_place_dp,255,0.456
4_1_cts,263,0.812
5_1_grt,263,0.835
6_report,263,0.800
2_1_floorplan,151,0.442
## placed cells by master, fill, tap and decap left out, drive strengths merged, types with 2 or more instances in the layout
cell,netlist,layout
dfrtp,25,25
a21oi,15,15
nand2,11,11
xnor2,7,7
nand4,7,7
clkbuf,3,7
o21ai,6,6
clkdlybuf4s50,0,6
or3,6,6
nand3,5,5
a31oi,5,5
nor2b,5,5
mux2,5,5
dfstp,5,5
and4,4,4
a22oi,4,4
xor2,4,4
inv,3,3
or4,3,3
nor4,3,3
and2,3,3
a32o,2,2
nor3,2,2
buf,3,2
## final cells by class
| type | count | area (µm²) |
|---|---|---|
| Fill cell | 816 | 5880 |
| Multi-Input combinational cell | 112 | 781 |
| Sequential cell | 30 | 757 |
| Tap cell | 102 | 128 |
| Clock buffer | 7 | 86.3 |
| Timing Repair Buffer | 8 | 75.1 |
| Inverter | 3 | 11.3 |
| Clock inverter | 1 | 5.00 |
## final timing paths
kind	end	slack, ps	depth (start not counted)	start
setup reg to reg	div_cnt[13]	400	4	div_cnt[14]
hold reg to reg	div_cnt[0]	500	1	div_cnt[0]
hold / removal	div_cnt[0]	500	1	div_cnt[0]
setup / recovery	div_cnt[13]	400	4	div_cnt[14]
min in group asynchronous	div_cnt[3]	670	2	rst_n
max in group asynchronous	led_o_r[0]	1810	2	rst_n
## flip-flops by register name (all words and copies together), names as in the netlist
register / flops
div_cnt: 19
high_flag: 1
key_state: 5
led_o_r: 4
low_flag: 1
## worst max-delay path: stages (launching register included)
cell     delay (ps)
dfrtp_1         430
or4_4           560
nor4_4          530
a21o_1          540
a22oi_1         180
## kinds of logic (layout without fill, tap and decap cells)
family | count (synthesis) | count (layout)
simple gates | 52 | 52
compound gates | 43 | 43
flops | 30 | 30
xor+xnor | 11 | 11
buf+inv | 9 | 19
mux | 5 | 5
fa+ha+maj | 1 | 1
Power figures rest on the tool's default switching activity, not on a simulated workload.
